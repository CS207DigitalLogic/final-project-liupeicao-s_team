==> flow/design.v <==
`timescale 1ns / 1ps
module bonus_conv (
    input wire clk,
    input wire rst_n,
    input wire start_conv,
    output reg [1:0]  mem_rd_slot,
    output reg [2:0]  mem_rd_row,
    output reg [2:0]  mem_rd_col,
    input  wire [15:0] mem_rd_data,
    output reg [15:0] conv_res_data,
    output reg        conv_res_valid,  
    output reg        conv_done,
    output reg [31:0] total_cycles  
);
    reg [3:0] rom_x;
    reg [3:0] rom_y;
    wire [3:0] rom_data;
    input_image_rom u_rom (
        .clk(clk),
        .x(rom_x),
        .y(rom_y),
        .data_out(rom_data)
    );
    reg signed [15:0] kernel [0:2][0:2];  
    localparam S_IDLE        = 0;
    localparam S_LOAD_KERNEL = 1;
    localparam S_CALC_INIT   = 2;
    localparam S_CALC_PRE    = 3;
    localparam S_CALC_MAC    = 4;
    localparam S_CALC_DONE   = 5;
    localparam S_DONE        = 6;
    reg [3:0] state;
    reg [3:0] kr, kc;        
    reg [3:0] next_kr, next_kc;  
    reg [3:0] out_r, out_c;  
    reg signed [31:0] accumulator;
    reg [3:0] mac_cnt;       
    reg [31:0] cycle_counter;  
    always @(posedge clk or negedge rst_n) begin
        if (!rst_n) begin
            state <= S_IDLE;
            mem_rd_slot <= 0;
            mem_rd_row <= 0;
            mem_rd_col <= 0;
            conv_res_data <= 0;
            conv_res_valid <= 0;
            conv_done <= 0;
            kr <= 0; kc <= 0;
            out_r <= 0; out_c <= 0;
            rom_x <= 0; rom_y <= 0;
            accumulator <= 0;
            mac_cnt <= 0;
            cycle_counter <= 0;
            total_cycles <= 0;
        end else begin
            conv_res_valid <= 0;
            conv_done <= 0;
            if (state != S_IDLE && state != S_DONE) begin
                cycle_counter <= cycle_counter + 1;
            end else if (state == S_IDLE && start_conv) begin
                cycle_counter <= 0;
            end
            case (state)
                S_IDLE: begin
                    if (start_conv) begin
                        state <= S_LOAD_KERNEL;
                        kr <= 0;
                        kc <= 0;
                        mem_rd_slot <= 0;  
                        mem_rd_row <= 0;
                        mem_rd_col <= 0;
                    end
                end
                S_LOAD_KERNEL: begin
                    kernel[kr][kc] <= mem_rd_data;
                    if (kc == 2) begin
                        kc <= 0;
                        if (kr == 2) begin
                            state <= S_CALC_INIT;
                            out_r <= 0;
                            out_c <= 0;
                        end else begin
                            kr <= kr + 1;
                        end
                    end else begin
                        kc <= kc + 1;
                    end
                    if (kc < 2) begin
                        mem_rd_col <= kc + 1;
                        mem_rd_row <= kr;
                    end else if (kr < 2) begin
                        mem_rd_col <= 0;
                        mem_rd_row <= kr + 1;
                    end
                end
                S_CALC_INIT: begin
                    accumulator <= 0;
                    mac_cnt <= 0;
                    kr <= 0; kc <= 0;
                    rom_x <= out_r;
                    rom_y <= out_c;
                    next_kr <= 0;
                    next_kc <= 1;
                    state <= S_CALC_PRE;
                end
                S_CALC_PRE: begin
                    rom_x <= out_r;
                    rom_y <= out_c + 1;
                    next_kr <= 0;
                    next_kc <= 2;
                    state <= S_CALC_MAC;
                end
                S_CALC_MAC: begin
                    accumulator <= accumulator + $signed({12'b0, rom_data}) * kernel[kr][kc];
                    if (mac_cnt == 8) begin
                        state <= S_CALC_DONE;
                    end else begin
                        mac_cnt <= mac_cnt + 1;
                        if (kc == 2) begin
                            kc <= 0;
                            kr <= kr + 1;
                        end else begin
                            kc <= kc + 1;
                        end
                        if (mac_cnt < 7) begin  
                             rom_x <= out_r + next_kr;
                             rom_y <= out_c + next_kc;
                             if (next_kc == 2) begin
                                 next_kc <= 0;
                                 next_kr <= next_kr + 1;
                             end else begin
                                 next_kc <= next_kc + 1;
                             end
                        end
                    end
                end
                S_CALC_DONE: begin
                    conv_res_data <= accumulator[15:0]; 
                    conv_res_valid <= 1;
                    if (out_c == 9) begin
                        out_c <= 0;
                        if (out_r == 7) begin
                            state <= S_DONE;
                        end else begin
                            out_r <= out_r + 1;
                            state <= S_CALC_INIT;
                        end
                    end else begin
                        out_c <= out_c + 1;
                        state <= S_CALC_INIT;
                    end
                end
                S_DONE: begin
                    conv_done <= 1;
                    total_cycles <= cycle_counter;  
                    if (!start_conv) state <= S_IDLE;
                end
            endcase
        end
    end
endmodule
module input_image_rom(
    input clk,
    input [3:0] x,  
    input [3:0] y,  
    output reg [3:0] data_out
);
    reg [3:0] rom [0:119];
    initial begin
        rom[0]=4'd3; rom[1]=4'd7; rom[2]=4'd2; rom[3]=4'd9; rom[4]=4'd0; rom[5]=4'd5; 
        rom[6]=4'd1; rom[7]=4'd8; rom[8]=4'd4; rom[9]=4'd6; rom[10]=4'd3;rom[11]=4'd2;
        rom[12]=4'd8;rom[13]=4'd1;rom[14]=4'd6;rom[15]=4'd4; rom[16]=4'd7;rom[17]=4'd3;
        rom[18]=4'd9;rom[19]=4'd0; rom[20]=4'd5;rom[21]=4'd2;rom[22]=4'd8;rom[23]=4'd1;
        rom[24]=4'd4;rom[25]=4'd9;rom[26]=4'd0;rom[27]=4'd2; rom[28]=4'd6;rom[29]=4'd8;
        rom[30]=4'd3;rom[31]=4'd5;rom[32]=4'd7; rom[33]=4'd1; rom[34]=4'd4; rom[35]=4'd9; 
        rom[36]=4'd7; rom[37]=4'd3; rom[38]=4'd8; rom[39]=4'd5; rom[40]=4'd1; rom[41]=4'd4; 
        rom[42]=4'd9; rom[43]=4'd2; rom[44]=4'd0; rom[45]=4'd6; rom[46]=4'd7; rom[47]=4'd3; 
        rom[48]=4'd2; rom[49]=4'd6; rom[50]=4'd4; rom[51]=4'd0; rom[52]=4'd8; rom[53]=4'd7; 
        rom[54]=4'd5; rom[55]=4'd3; rom[56]=4'd1; rom[57]=4'd9; rom[58]=4'd2; rom[59]=4'd4; 
        rom[60]=4'd9; rom[61]=4'd0; rom[62]=4'd7; rom[63]=4'd3; rom[64]=4'd5; rom[65]=4'd2; 
        rom[66]=4'd8; rom[67]=4'd6; rom[68]=4'd4; rom[69]=4'd1; rom[70]=4'd9; rom[71]=4'd0; 
        rom[72]=4'd5; rom[73]=4'd8; rom[74]=4'd1; rom[75]=4'd6; rom[76]=4'd4; rom[77]=4'd9; 
        rom[78]=4'd2; rom[79]=4'd7; rom[80]=4'd3; rom[81]=4'd0; rom[82]=4'd5; rom[83]=4'd8; 
        rom[84]=4'd1; rom[85]=4'd4; rom[86]=4'd9; rom[87]=4'd2; rom[88]=4'd7; rom[89]=4'd0; 
        rom[90]=4'd6; rom[91]=4'd8; rom[92]=4'd5; rom[93]=4'd3; rom[94]=4'd1; rom[95]=4'd4; 
        rom[96]=4'd6; rom[97]=4'd2; rom[98]=4'd5; rom[99]=4'd8; rom[100]=4'd3; rom[101]=4'd1; 
        rom[102]=4'd7; rom[103]=4'd4; rom[104]=4'd9; rom[105]=4'd0; rom[106]=4'd6; rom[107]=4'd2; 
        rom[108]=4'd0; rom[109]=4'd7; rom[110]=4'd3; rom[111]=4'd9; rom[112]=4'd5; rom[113]=4'd6; 
        rom[114]=4'd4; rom[115]=4'd1; rom[116]=4'd8; rom[117]=4'd2; rom[118]=4'd0; rom[119]=4'd7; 
    end 
    wire [6:0] addr; 
    assign addr = x * 12 + y; 
    always @(posedge clk) begin 
        data_out <= rom[addr]; 
    end 
endmodule
==> flow/run.sh <==
#!/bin/bash
# OpenROAD 26Q1-2900-gdf79404cd8, Yosys 0.63+post, stock flow scripts
make -C /OpenROAD-flow-scripts/flow DESIGN_CONFIG=/design/flow/config.mk WORK_HOME=/design/flow/orfs finish
==> flow/config.mk <==
export PLATFORM = sky130hd
export DESIGN_NAME = bonus_conv
export DESIGN_NICKNAME = bonus_conv
export VERILOG_FILES = /design/flow/design.v
export SDC_FILE = /design/flow/constraint.sdc
export NUM_CORES = 4
export LEC_CHECK = 1
export CORE_UTILIZATION = 30
==> flow/constraint.sdc <==
current_design bonus_conv

set clk_period 14.6
set clk_io_pct 0.2

create_clock -name clk0 -period $clk_period [get_ports {clk}]

set non_clock_inputs [all_inputs -no_clocks]
set_input_delay [expr $clk_period * $clk_io_pct] -clock clk0 $non_clock_inputs
set_output_delay [expr $clk_period * $clk_io_pct] -clock clk0 [all_outputs]
==> reports/qor.txt <==
headroom to the max-slew limit: 0.399
Worst Path Max Fanout: 36
first-pass GRT wire length: 61700 um
cts repair resizes: 0
Ys Warns: 3
arrival time at the worst endpoint: 8.50 ns
GPL Wtd Cong: 0.906
CTS tree: done
critical path's largest stage delay: 0.55 ns
Final Skew: 0.0232 ns
wl on met1: 16500 um
synthesized area per cell: 10.8 sq um
Late-Pin Clk Latency: 0.55 ns
Worst Setup End Kind: register
number of post-CTS setup repair buffers: 0
Vias/cell: 4.99
RSZ-0062 raised after global routing: no
CTS Sinks: 291
Hold Vio Cnt, Final: 0
Period minus WS final: 8.07 ns
CTS Buf Count: 35
CP required: 15.02 ns
final setup TNS: 0 ns
Max Used Layer: met4
CP Class: register to register
initial antenna violation count: 0
clk slew on worst S/H paths: 0.06 ns
Synth Seq Share: 0.510
clock buffer depth: 3
Post-synth EDFFs: 152
drc violations: 0
CP Launch Type: register
WL met2: 17300 um
FP Core Util: 0.305
I/O pin total: 77
hold_buf cts: 0
max_cap viols: 0
synth unique cells: 75
Registers, synthesis: 291
final setup violation count: 0
Clock Root Buffer: clkbuf_16
All-Layer GR Usage: 0.151
Slew @ Worst Pin: 0.894 ns
core area: 0.0515 sq mm
number of fill cells: 5006
wire length on met3: 3020 um
largest net degree at the start of global routing: 60
routed length per instance: 16.7 um
Post-Syn Instances: 1463
Die W: 231 um
Post-synth top flop: edfxtp_1
synth-to-layout area growth: 17.5%
ys cells: 1463
asr flop ratio synth: 0.464
outcome: finished, final reports clean
Diodes inserted: 0
WHS: 0.472 ns
CTS HTree Levels: 2
post-synth area from yosys stat: 0.0157 sq mm
Die Height: 231 um
row count: 83
drt initial violations: 739
chip area: 0.0534 sq mm
Post-DRT Antenna Nets: 0
Vias: 11.2k
Mapped Area: 0.0157 sq mm
Crit-path slowest cell: fa_1
fin. max-slew vios: 0
FMAX: 124 MHz
gr ovfl total: 0
First-pass DRT Iterations: 5
period utilisation layout: 0.553
share of cells above drive strength 1: 0.0955
most common cell type on the critical path: fa_1
vias in the first global route: 11.4k
number of port buffers: 74
hpwl dp: 25900 um
Routed WL: 37600 um
Hold/Removal Path Class: register to register
tool warnings: 38
cells in the mapped netlist (5+ instances only):
master    number  area (sq um)
buf_1          7          26.3
a221oi_1       7          61.3
or3_1          7          43.8
mux2_2        32           360
nand4_1        8          50.1
dfrtp_1      135          3380
a31oi_1       25           156
nor4_1         5          31.3
o21ai_0      142           711
xnor2_1       19           166
mux4_2         7           158
a22o_1        11          96.3
xor2_1        19           166
mux2i_1       24           240
o31ai_1       10          75.1
nand3_1       33           165
a311oi_1       5          43.8
inv_1        112           420
nor3_1        24           120
fa_1          45           901
o211ai_1      10          75.1
nand2b_1      12          75.1
clkbuf_1      50           188
and2_1        24           150
ha_1          67           838
edfxtp_1     152          4560
and4_1         5          43.8
a21o_1        11          82.6
o22ai_1        9          56.3
nor2b_1        9          56.3
and3_1        13          81.3
a21oi_1       83           415
nand2_1      143           537
a22oi_1       10          75.1
nor2_1       112           420
a211oi_1       9          67.6
critical path, delay by kind of cell, from the launching register on:
family / cells / cell delay (ns)
adder cells (fa/ha/maj): 7 / 2.99
AND-OR/OR-AND: 9 / 2.24
flip-flops: 1 / 0.48
buffers and inverters: 4 / 0.55
AND/OR/NAND/NOR: 7 / 1.51
XOR/XNOR: 1 / 0.15
final cells by class:
class,count,area [sq um],area share
flip-flops and latches,291,8020,0.434
multi-input cells,993,7070,0.382
repair buffers,109,1000,0.0544
clock buffers,45,933,0.0505
well taps,680,851,0.0460
inverters,115,432,0.0234
clock inverters,18,176,0.00954
final timing paths:
kind	slack [ns]	cells after the start	from	endpoint
worst min-delay path	0.47	2	conv_res_data[3]	conv_res_data[3]
worst max register to register	6.53	28	kr[1]	accumulator[15]
max in group asynchronous	11.27	2	rst_n	out_c[1]
worst max-delay path	6.53	28	kr[1]	accumulator[15]
min in group asynchronous	2.26	1	rst_n	kr[1]
worst min register to register	0.47	2	conv_res_data[3]	conv_res_data[3]
kinds of logic after synthesis:
| family | Yosys count | synth area share |
|---|---|---|
| other cells | 1 | 0.000238 |
| simple gates | 410 | 0.120 |
| compound gates | 363 | 0.140 |
| flops | 291 | 0.510 |
| mux | 63 | 0.0482 |
| buf+inv | 180 | 0.0439 |
| xor+xnor | 43 | 0.0267 |
| fa+ha+maj | 112 | 0.111 |
metal layers:
layer  global-route usage  up-vias
met5                    0        -
met4               0.0306        0
met3               0.0529       54
met2                0.228      356
met1                0.219     5438
li1                     -     5384
flip-flops by register name, indices dropped and copies added (netlist names):
register and cells:
accumulator 16, conv_done 1, conv_res_data 16, conv_res_valid 1
cycle_counter 32, kc 4, kernel 144, kr 4
mac_cnt 4, mem_rd_col 3, mem_rd_row 3, next_kc 4
next_kr 4, out_c 4, out_r 4, rom_x 4
rom_y 4, state 3, total_cycles 32, u_rom.data_out 4
through the flow:
step / setup WS (ns) / std cells / instance area [sq um] / utilization
2_1_floorplan: 7.65 / 1464 / 15700 / -
3_3_place_gp: 6.72 / 2188 / 17400 / 0.337
3_5_place_dp: 6.57 / 2188 / 17400 / 0.337
4_1_cts: 6.52 / 2251 / 18500 / 0.359
5_1_grt: 5.83 / 2251 / 18500 / 0.359
6_report: 6.53 / 2251 / 18500 / 0.359
placed cells by master, fill, tap and decap left out, types with 12 or more instances in the layout:
master	n
a21oi_1	83
a31oi_1	25
and2_1	24
and3_1	13
buf_4	35
clkbuf_16	35
clkdlybuf4s50_1	73
dfrtp_1	135
edfxtp_1	152
fa_1	45
ha_1	67
inv_1	112
mux2_2	32
mux2i_1	24
nand2_1	143
nand2b_1	12
nand3_1	33
nor2_1	111
nor3_1	21
o21ai_0	142
xnor2_1	18
xor2_1	19
