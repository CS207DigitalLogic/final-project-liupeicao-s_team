[design/flow/design.v]
`timescale 1ns / 1ps
module matrix_alu (
    input wire clk,
    input wire rst_n,
    input wire        start,
    input wire [2:0]  opcode,      
    input wire [15:0] scalar_val,  
    input wire [1:0]  slot_a_idx,  
    input wire [1:0]  slot_b_idx,  
    output reg        done,        
    output reg        error,       
    output reg [1:0]  mem_rd_slot, 
    output reg [2:0]  mem_rd_row,
    output reg [2:0]  mem_rd_col,
    input  wire [15:0] mem_rd_data, 
    input wire [2:0]  mem_current_m, 
    input wire [2:0]  mem_current_n,
    output wire [1:0]  mem_wr_slot, 
    output reg [2:0]  mem_wr_row,
    output reg [2:0]  mem_wr_col,
    output reg [15:0] mem_wr_data,
    output reg        mem_wr_we,
    output reg [2:0]  mem_res_m,   
    output reg [2:0]  mem_res_n,
    output reg        mem_dim_we   
);
    localparam OP_ADD = 3'b000;
    localparam OP_SUB = 3'b001;
    localparam OP_MUL = 3'b010;
    localparam OP_SCA = 3'b011;
    localparam OP_TRA = 3'b100;
    localparam SLOT_C = 2'd2;
    localparam S_IDLE        = 0;
    localparam S_GET_DIM_A   = 1;
    localparam S_GET_DIM_B   = 2;
    localparam S_CHECK       = 3;
    localparam S_INIT_CALC   = 4;
    localparam S_READ_OP1    = 5; 
    localparam S_READ_OP2    = 6; 
    localparam S_MAT_MUL_ACC = 7; 
    localparam S_WRITE       = 8; 
    localparam S_DONE        = 9;
    localparam S_ERROR       = 10;
    reg [3:0] state;
    reg [2:0] dim_ma, dim_na, dim_mb, dim_nb;
    reg [2:0] i, j, k;
    reg signed [15:0] reg_op_a;
    reg signed [15:0] reg_op_b;
    reg signed [31:0] accumulator; 
    assign mem_wr_slot = SLOT_C;
    always @(posedge clk or negedge rst_n) begin
        if (!rst_n) begin
            state <= S_IDLE;
            done <= 0; error <= 0;
            mem_wr_we <= 0; mem_dim_we <= 0;
            i <= 0; j <= 0; k <= 0;
            mem_res_m <= 0; mem_res_n <= 0;
            dim_ma <=0; dim_na<=0; dim_mb<=0; dim_nb<=0;
            reg_op_a <= 0; reg_op_b <= 0; accumulator <= 0;
        end else begin
            mem_wr_we <= 0;
            mem_dim_we <= 0;
            done <= 0;
            if (start) error <= 0;
            case (state)
                S_IDLE: if (start) state <= S_GET_DIM_A;
                S_GET_DIM_A: begin
                    dim_ma <= mem_current_m; 
                    dim_na <= mem_current_n;
                    state <= S_GET_DIM_B;
                end
                S_GET_DIM_B: begin
                    dim_mb <= mem_current_m;
                    dim_nb <= mem_current_n;
                    state <= S_CHECK; 
                end
                S_CHECK: begin
                    case (opcode)
                        OP_ADD, OP_SUB: begin
                            if (dim_ma == dim_mb && dim_na == dim_nb) begin
                                mem_res_m <= dim_ma; mem_res_n <= dim_na;
                                state <= S_INIT_CALC;
                            end else state <= S_ERROR;
                        end
                        OP_MUL: begin
                            if (dim_na == dim_mb) begin  
                                mem_res_m <= dim_ma; mem_res_n <= dim_nb;
                                state <= S_INIT_CALC;
                            end else state <= S_ERROR;
                        end
                        OP_TRA: begin
                            mem_res_m <= dim_na; mem_res_n <= dim_ma; 
                            state <= S_INIT_CALC;
                        end
                        OP_SCA: begin
                            mem_res_m <= dim_ma; mem_res_n <= dim_na;
                            state <= S_INIT_CALC;
                        end
                        default: state <= S_ERROR;
                    endcase
                end
                S_INIT_CALC: begin
                    mem_dim_we <= 1;  
                    i <= 0; j <= 0; k <= 0;
                    accumulator <= 0;
                    state <= S_READ_OP1;
                end
                S_READ_OP1: begin
                    reg_op_a <= mem_rd_data;  
                    if (opcode == OP_TRA || opcode == OP_SCA) begin
                        state <= S_WRITE; 
                    end else if (opcode == OP_MUL) begin
                        state <= S_MAT_MUL_ACC; 
                    end else begin
                        state <= S_READ_OP2; 
                    end
                end
                S_READ_OP2: begin
                    reg_op_b <= mem_rd_data;  
                    state <= S_WRITE;
                end
                S_MAT_MUL_ACC: begin
                    accumulator <= accumulator + $signed(reg_op_a) * $signed(mem_rd_data);
                    if (k == dim_na - 1) begin
                        state <= S_WRITE;
                    end else begin
                        k <= k + 1;
                        state <= S_READ_OP1;  
                    end
                end
                S_WRITE: begin
                    mem_wr_we <= 1;
                    mem_wr_row <= i;
                    mem_wr_col <= j;
                    case (opcode)
                        OP_ADD: mem_wr_data <= $signed(reg_op_a) + $signed(reg_op_b);
                        OP_SUB: mem_wr_data <= $signed(reg_op_a) - $signed(reg_op_b);
                        OP_SCA: mem_wr_data <= $signed(reg_op_a) * $signed(scalar_val);
                        OP_TRA: mem_wr_data <= reg_op_a;
                        OP_MUL: mem_wr_data <= accumulator[15:0];
                    endcase
                    if (j == mem_res_n - 1) begin
                        j <= 0;
                        if (i == mem_res_m - 1) begin
                            state <= S_DONE;
                        end else begin
                            i <= i + 1;
                            k <= 0; accumulator <= 0;
                            state <= S_READ_OP1;
                        end
                    end else begin
                        j <= j + 1;
                        k <= 0; accumulator <= 0;
                        state <= S_READ_OP1;
                    end
                end
                S_DONE: begin
                    done <= 1;
                    if (!start) state <= S_IDLE;
                end
                S_ERROR: begin
                    error <= 1;
                    if (!start) state <= S_IDLE;
                end
            endcase
        end
    end
    always @(*) begin
        mem_rd_slot = slot_a_idx;
        mem_rd_row = 0;
        mem_rd_col = 0;
        case (state)
            S_IDLE:      mem_rd_slot = slot_a_idx;
            S_GET_DIM_A: mem_rd_slot = slot_a_idx;  
            S_GET_DIM_B: mem_rd_slot = slot_b_idx;  
            S_READ_OP1: begin
                mem_rd_slot = slot_a_idx;
                if (opcode == OP_TRA) begin
                    mem_rd_row = j;  
                    mem_rd_col = i;
                end else if (opcode == OP_MUL) begin
                    mem_rd_row = i;  
                    mem_rd_col = k;
                end else begin
                    mem_rd_row = i;  
                    mem_rd_col = j;
                end
            end
            S_READ_OP2: begin
                mem_rd_slot = slot_b_idx;
                mem_rd_row = i; 
                mem_rd_col = j;
            end
            S_MAT_MUL_ACC: begin
                mem_rd_slot = slot_b_idx;
                mem_rd_row = k;  
                mem_rd_col = j;
            end
        endcase
    end
endmodule
[design/flow/run.sh]
#!/bin/bash
# OpenROAD 26Q1-2900-gdf79404cd8, Yosys 0.63+post, stock flow scripts
make -C /OpenROAD-flow-scripts/flow DESIGN_CONFIG=/design/flow/config.mk WORK_HOME=/design/flow/orfs finish
[design/flow/config.mk]
export PLATFORM = sky130hd
export DESIGN_NAME = matrix_alu
export DESIGN_NICKNAME = matrix_alu
export VERILOG_FILES = /design/flow/design.v
export SDC_FILE = /design/flow/constraint.sdc
export NUM_CORES = 4
export LEC_CHECK = 1
export CORE_UTILIZATION = 30
[design/flow/constraint.sdc]
current_design matrix_alu

set clk_period 8.6
set clk_io_pct 0.2

create_clock -name clk0 -period $clk_period [get_ports {clk}]

set non_clock_inputs [all_inputs -no_clocks]
set_input_delay [expr $clk_period * $clk_io_pct] -clock clk0 $non_clock_inputs
set_output_delay [expr $clk_period * $clk_io_pct] -clock clk0 [all_outputs]
==> reports/qor.yml <==
routedWlPerCell_um: 15.9
die_area_um2: 50700
postSynthSeqShare: 0.195
layout-drive-gt1-share: 0.0540
port-buffer-count: 87
grt_max_degree: 49
core_um2: 49100
cts-buffers-inserted: 9
root_buffer: "clkbuf_16"
cts.path.max_buffers: 2
yosys_cells: 1634
post-route-min-period_ps: 7210
status: "finished, final reports clean"
fin_worst_skew_ps: 6.60
grt_pass1_vias: 11600
syn_area_um2: 14900
gr-total-overflow: 0
totalWireLength_um: 37500
arrival_ps: 7410
fa_ha_area_frac: 0.356
syn_to_final_growth_pct: 12.1
worst_pin_slew_ps: 914
viasPerCell: 4.61
ys_sh_mux: 0.0396
cts_setup_buffers: 0
crit_fanout: 15
fmax_mhz: 139
ys_sh_xor: 0.0808
rsz0062_at_grt: "no"
synth_cells: 1634
die_w_um: 225
dr.pass1.iters: 5
antenna_left: 0
setup_ws_ps: 1390
setup_tns_ps: 0
ys.flops: 112
start_kind: "input port"
tool_warnings: 25
hp-class: "reg -> reg"
hpwl_um: 29600
fin_util: 0.342
cts_tree: "yes"
synth.top_cells.by_area: "fa_1 23%, dfrtp_1 15%, ha_1 12%"
ctsHoldBuffers: 0
syn_area_per_cell_um2: 9.15
netlist_logic_family_top: "adder cells"
gp_congestion: 0.919
worst_setup_path_end_kind: "register"
finalSetupViolCount: 0
fin_cells: 2351
dp.cells: 2334
num_vias: 10800
grt_pass1_wl_um: 62300
crit_required_ps: 8800
slew_headroom: 0.386
clkTransAtPathRegs_ps: 70
track_usage: 0.164
simple_gate_share: 0.141
async_flop_share: 0.804
numClockSinks: 112
rows: 81
synth-edff-count: 22
aoi_share: 0.0850
antenna_found_initial: 1
min_period_over_period: 0.839
drtIter0Drc: 505
yosys_area_um2: 14900
die_height_um: 225
cts_resized: 0
yosysTopAreaCell: "fa_1"
htree_levels: 3
critPathKind: "in -> reg"
clock_latency_ps: 350
post-place-ws_ps: 1010
ios: 90
flop_cell: "dfrtp_1"
slew_violations: 0
yosysWarnings: 1
finalHoldViolations: 0
cap_violations: 0
synth_top_area_share: 0.232
fp_util: 0.305
drcViolationCount: 0
ys_types: 69
final timing paths:
path,depth (start not counted),to,from,slack [ps]
worst min-delay path,0,done$_DFF_PN0_,state[7]$_DFF_PN0_,420
max in group asynchronous,2,reg_op_b[13]$_DFFE_PN0P_,rst_n,6220
worst max-delay path,19,mem_wr_data[15]$_DFFE_PP_,scalar_val[1],1390
min in group asynchronous,1,mem_res_n[1]$_DFFE_PN0P_,rst_n,1360
worst max register to register,18,mem_wr_data[14]$_DFFE_PP_,reg_op_a[2]$_DFFE_PN0P_,2660
worst min register to register,0,done$_DFF_PN0_,state[7]$_DFF_PN0_,420
Yosys cell counts (13+ instances only):
cell / count
o21ai_0: 47
mux2_2: 41
mux2i_1: 13
nand2_1: 202
xnor2_1: 98
a21o_1: 13
a22o_1: 16
dfrtp_1: 89
xor2_1: 28
clkbuf_1: 54
a21oi_1: 40
inv_1: 316
fa_1: 173
nor3_1: 18
ha_1: 149
nor2_1: 28
edfxtp_1: 22
and2_1: 142
cell type report:
class                           instances  area (um2)
Antenna cell                            1        2.50
Clock buffer                            9         225
Clock inverter                          7        46.3
Fill cell                            4998       32300
Inverter                              317        1190
Multi-Input combinational cell       1132       10500
Sequential cell                       112        2910
Tap cell                              664         831
Timing Repair Buffer                  109        1030
metal layers:
metal / track usage / vias to the layer above / share of wire / wire length (um)
li1: - / 5210 / - / -
met1: 0.230 / 5280 / 0.44 / 16600
met2: 0.260 / 319 / 0.47 / 17500
met3: 0.0560 / 29 / 0.083 / 3110
met4: 0.0134 / 2 / 0.0068 / 253
met5: 0 / - / 0.00035 / 13
logic make-up after synthesis:
| logic type | count (synthesis) |
|---|---|
| XOR/XNOR | 132 |
| AND-OR/OR-AND | 188 |
| AND/OR/NAND/NOR | 434 |
| flip-flops | 112 |
| multiplexers | 54 |
| adder cells (fa/ha/maj) | 322 |
| buffers and inverters | 390 |
| other | 2 |
cell usage in the layout, fill, tap and decap left out, drive strengths merged, types with 41 or more instances in the layout:
cell / netlist / layout
inv: 316 / 318
nand2: 204 / 204
fa: 173 / 173
ha: 149 / 149
and2: 142 / 142
xnor2: 103 / 103
dfrtp: 89 / 89
clkdlybuf4s50: 0 / 86
o21ai: 51 / 51
mux2: 41 / 41
a21oi: 41 / 41
stage by stage:
stage,hold slack [ps],instance area (um2)
6_report,424,16800
5_1_grt,447,16800
4_1_cts,430,16800
3_5_place_dp,397,16500
3_3_place_gp,397,16500
2_1_floorplan,352,14900
worst max-delay path, cell delays in order:
cell,delay (ps)
clkdlybuf4s50_1,740
and2_1,320
fa_1,530
inv_1,60
fa_1,530
inv_1,50
fa_1,480
fa_1,550
inv_1,50
fa_1,450
fa_1,390
xor2_1,160
xnor2_1,150
xnor2_1,260
xnor2_2,150
xnor3_1,360
xnor2_1,190
nand2_1,80
a22oi_1,200
registers in the layout, indices dropped and copies added, names as in the netlist, 11 cells and up:
signal / count
reg_op_a: 16
mem_wr_data: 16
accumulator: 16
state: 11
reg_op_b: 16
