### flow/config.mk
export PLATFORM = sky130hd
export DESIGN_NAME = output_formatter
export DESIGN_NICKNAME = output_formatter
export VERILOG_FILES = /design/flow/design.v
export SDC_FILE = /design/flow/constraint.sdc
export NUM_CORES = 4
export LEC_CHECK = 1
export CORE_AREA = 10 10 70 70
export DIE_AREA = 0 0 80 80
### flow/constraint.sdc
current_design output_formatter

set clk_period 1.2
set clk_io_pct 0.2

create_clock -name clk0 -period $clk_period

set non_clock_inputs [all_inputs -no_clocks]
set_input_delay [expr $clk_period * $clk_io_pct] -clock clk0 $non_clock_inputs
set_output_delay [expr $clk_period * $clk_io_pct] -clock clk0 [all_outputs]
### flow/design.v
`timescale 1ns / 1ps
module output_formatter (
    input wire [7:0] matrix_data,     
    output reg [7:0] formatted_data,  
    output reg new_line                
);
    reg [3:0] row_count;  
    always @(matrix_data) begin
        if (matrix_data == 8'd10) begin   
            new_line <= 1;
            row_count <= row_count + 1;
        end else begin
            formatted_data <= matrix_data;
            new_line <= 0;
        end
    end
endmodule
### flow/run.sh
#!/bin/bash
# OpenROAD 26Q1-2900-gdf79404cd8, Yosys 0.63+post, stock flow scripts
make -C /OpenROAD-flow-scripts/flow DESIGN_CONFIG=/design/flow/config.mk WORK_HOME=/design/flow/orfs finish
==> results.ini <==
[yosys]
largest_area_cell=dlxtp_1
yosys_area_um2=155
yosys_cells=12
netlist_area_um2=155
yosysWarnings=1
synthDistinctLibCells=5
synth_flops=8
yosys-top-cells-area=dlxtp_1 77%, and4bb_2 8.1%, nor4_2 8.1%, and2_1 4.0%, nand2_1 2.4%
syn_area_per_cell_um2=12.9
synth_cells=12
top_cell_area_share=0.774

[timing]
unclocked_regs=8
rsz0062_at_grt=false
finalCritPeriodShare=0.955
setup_viol=0
fin_crit_ns=1.15
hold_viol_final=0
fmax_mhz=872
whs_ns=0.886
worstMarginPinSlew_ns=0.217
slew_viol_final=0
untimed_endpoints=16
maxSlewHeadroom=0.854

[power_and_ir_drop]
p_int_mw=0.0543
p_clk_frac=0
power.leakage_nw=0.145
p_comb_frac=0.721
power_frac_seq=0.279
p_per_area_nw_per_um2=199
finalPower_mw=0.0726
worst_ir_drop_vdd_mv=0.0699
net-switching-power_mw=0.0184
switching_share=0.253

[floorplanning]
dieHeight_um=80
die-area_um2=6400
fp-utilization=0.0454
rows=21
die_w_um=80
io_pins=17
fp.coreArea_um2=3420

[setup_path]
critPathLaunchType=primary input
worstPathArrival_ns=0.91
cp-end-kind=primary output
path_cells=buf_2, nor4_4, and2_4, buf_2
crit_required_ns=0.96
cpMaxStageDelayCell=nor4_4
cp_common_cell=buf_2
critPathKind=primary input to primary output
slowest_delay_ns=0.28
path_max_fanout=2

[route]
wl_per_cell_um=8.04
totalWireLength_um=603
vias_per_cell=2.05
num_antenna_cells=0
drt-initial-drc-count=2
vias=154
ant_nets=0
drtPass1Iterations=4
drc_errors=0

[clock_tree]
cts_hold_buf=0

[layout]
n_fill_cell=401
lay_top_cells=8 x dlxtp_1, 8 x clkdlybuf4s50_1, 3 x clkbuf_2, 3 x clkdlybuf4s15_1, 3 x buf_2
stdcell_area_um2=364
largest-register=formatted_data
largestRegisters=formatted_data: 8 flops
post-route-util=0.107
area_growth_syn_to_layout_pct=135
largest_reg_flops=8
final_layout_size_suffix_gt1_frac=0.310

[status]
outcome=completed

[global_routing]
grt_util_all_layers=0.0167
antenna_found_initial=0
grt_overflow_total=0
grt_max_degree=9
grt_pass1_wl_um=821
first_global_vias=165

[place]
portBuffers=17
gp_congestion=0.833
placed_area_um2=383

[job]
max_cap_violations=0
openroad.warnings=32

[worst_hold_path]
hold_path_class=primary input to primary output

[synth_stat cells]
cell / count
nand2_1: 1
dlxtp_1: 8
and2_1: 1
and4bb_2: 1
nor4_2: 1
[critical path, delay by kind of cell]
family,cells,cell delay [ns]
and+or+nand+nor,2,0.45
buffers and inverters,2,0.22
[power by group through the flow]
stage | clock [mW] | combinational, mW | sequential [mW]
6_report | 0 | 0.0523 | 0.0203
5_1_grt | 0 | 0.0562 | 0.0218
4_1_cts | 0 | 0.0516 | 0.0208
[path summary, 6_finish.rpt]
path	start	endpoint	slack [ns]	depth (start not counted)
min	matrix_data[4]	new_line	0.89	4
max	matrix_data[6]	new_line	0.05	4
[layer usage]
metal,wire length (um),share of wire,GRT usage,vias up
met5,0,0,0,-
met4,0,0,0,0
met3,207,0.34,0.0193,0
met2,136,0.23,0.0201,17
met1,259,0.43,0.0201,62
li1,-,-,-,75
[cell families (layout without fill, tap and decap cells)]
group	count (synthesis)	after routing	synth area share
simple gates	4	4	0.226
buf+inv	0	17	0
latches	8	8	0.774
[repair_timing]
item / 4_1_cts / 5_1_grt
pin swaps: 3 / 3
endpoints found under the setup margin: 1 / 1
resized: 22 / 6
buffers inserted: 0 / 0
[per-stage QoR]
step / setup WS (ns) / TNS [ns] / instances
2_1_floorplan: 0.333 / 0 / 12
3_3_place_gp: -0.666 / -0.666 / 75
3_5_place_dp: -0.683 / -0.683 / 75
4_1_cts: 0.00147 / 0 / 75
5_1_grt: 0.00837 / 0 / 75
6_report: 0.0538 / 0 / 75
[final cells by class]
class / instances / area [um^2] / area share
Timing Repair Buffer: 17 / 140 / 0.385
Sequential cell: 8 / 120 / 0.330
Tap cell: 46 / 57.6 / 0.158
Multi-Input combinational cell: 4 / 46.3 / 0.127
